==> design/flow/run.sh <==
#!/bin/bash
# OpenROAD 26Q1-2900-gdf79404cd8, Yosys 0.63+post, stock flow scripts
make -C /OpenROAD-flow-scripts/flow DESIGN_CONFIG=/design/flow/config.mk WORK_HOME=/design/flow/orfs finish
==> design/flow/config.mk <==
export PLATFORM = sky130hd
export DESIGN_NAME = c_extension_unit
export DESIGN_NICKNAME = c_extension_unit
export VERILOG_FILES = /design/flow/design.v
export SDC_FILE = /design/flow/constraint.sdc
export NUM_CORES = 4
export LEC_CHECK = 1
export CORE_UTILIZATION = 50
==> design/flow/constraint.sdc <==
current_design c_extension_unit

set clk_period 9.3
set clk_io_pct 0.2

create_clock -name clk0 -period $clk_period [get_ports {clk_i}]

set non_clock_inputs [all_inputs -no_clocks]
set_input_delay [expr $clk_period * $clk_io_pct] -clock clk0 $non_clock_inputs
set_output_delay [expr $clk_period * $clk_io_pct] -clock clk0 [all_outputs]
==> design/flow/design.v <==
module c_decode (
    input   logic   [31:0]  inst,
    input   logic           pc,
    input   logic           pc_misaligned_i,  
    output  logic           next_comp16, 
    output  logic   [31:0]  compressed_inst_out
);
    logic           [1:0]   comp_opcode;
    logic           [11:0]  comp_load_i_type;
    logic           [11:0]  comp_imm_stack_store;
    logic           [11:0]  comp_imm_load_store;
    logic           [11:0]  imm_Li; 
    logic           [11:0]  comp_i_tpye;
    logic           [4:0]   rs2; 
    logic           [4:0]   rs1;
    logic           [4:0]   rd ;
    logic           [19:0]  imm_jump; 
    logic           [4:0]   imm_LUI;
    logic           [4:0]   imm_LUI_addi_16_sp;
    logic           [2:0]   comp_func3;
    logic           [4:0]   comp_rs1, comp_rs2, comp_rd;
    logic           [15:0]  comp_inst;
    logic                   illegal;	 
    logic           [4:0]   imm_sLLI;	 
    logic           [7:0]   imm;		 
    logic           [11:0]  comp_imm_branch, comp_addi_14_sp, imm_ANDI;
    logic           [31:0]  inst_load, inst_store, inst_load_stack, inst_store_stack, inst_jal , inst_j, inst_jalr,inst_jr, inst_branch_not, inst_branch_equal,inst_LI, inst_LUI, inst_r_type, inst_r_comp_type,inst_nop, inst_i_type, inst_addi_16_sp, inst_addi_14_sp, inst_SLLI, inst_sRLI, inst_sRAI, inst_ADD, inst_ANDI, inst_MV, inst_AND, inst_OR, inst_XOR, inst_SUB,inst_E_Break;	 
    logic [6:0] load_opcode, store_opcode, R_type_opcode, I_type_opcode, Jal_opcode, B_type_opcode, Jalr_opcode,LUI_opcode, AUIPC_opcode ;
    assign illegal =| comp_inst; 
    assign comp_opcode = comp_inst [1:0];
    assign comp_load_i_type = (({{6'b0},{comp_inst[3:2]},{comp_inst[12]}, {comp_inst[6:4]}}) << 2);  
    assign comp_imm_stack_store = (({{6'b0},{comp_inst[8:7]},{comp_inst[12:9]}}) << 2);   
    assign imm = comp_inst[12:5];    
    assign comp_imm_load_store = (({{7'b0},{comp_inst[5]},{comp_inst[12:10]}, {comp_inst[6]}}) << 2);  
    assign comp_imm_branch = {{3{comp_inst[12]}}, {comp_inst[12]},{comp_inst[6:5]},{comp_inst[2]}, {comp_inst[11:10]}, {comp_inst[4:3]}, {1'b0}};  
    assign rs2 = comp_inst [6:2];    
    assign rs1 = comp_inst [11:7];   
    assign rd =rs1;     	     
    assign comp_rs1 = {{2'b01},{comp_inst[9:7]}};    
    assign comp_rs2 = {{2'b01},{comp_inst[4:2]}};    
    assign comp_rd = {{2'b01},{comp_inst[4:2]}};     
    assign imm_jump =  (({{8{comp_inst[12]}},{comp_inst[12]}, {comp_inst[8]},{comp_inst[10:9]} , {comp_inst[6]} , {comp_inst[7]} , {comp_inst[2]} , {comp_inst[11]} , {comp_inst[5:3]} , 1'b0 }));  
    assign imm_Li = {{6{comp_inst[12]}} , {comp_inst[12]} , {comp_inst[6:2]}};
    assign imm_LUI = { {2{comp_inst[12]} },{comp_inst[12]} , {comp_inst [6:2]}, {12'b0}};
    assign imm_LUI_addi_16_sp =  {{10{comp_inst[12]}} ,{comp_inst[12]}, {comp_inst [4:3]},{comp_inst[5]},{comp_inst[2]},{comp_inst[6]} ,{4'b0} } ;
    assign comp_addi_14_sp = (({{4'b0}, {comp_inst[10:7]} ,  {comp_inst[12:11]},{comp_inst[5]} , {comp_inst[6]}} ) << 4);
    assign imm_sLLI = comp_inst[6:2] ;		     
    assign imm_ANDI = {{6{comp_inst[12]}} , {comp_inst[12]} , {comp_inst[6:2]}};
    assign comp_i_tpye = {{6{comp_inst[12]} }  ,  {comp_inst[12]}, {comp_inst [6:2]}};
    assign comp_func3 = comp_inst[15:13];
    assign load_opcode = 7'b0000011;
    assign store_opcode =7'b0100011;
    assign R_type_opcode =7'b0110011;
    assign I_type_opcode = 7'b0010011;
    assign B_type_opcode = 7'b1100011;
    assign Jal_opcode =7'b1101111;
    assign Jalr_opcode = 7'b1100111;
    assign LUI_opcode =7'b0110111;
    assign AUIPC_opcode= 7'b0010111;
    always_comb begin  
    if (pc_misaligned_i) begin 
        comp_inst = inst[15:0];  
    end
    else begin 
        if(pc) comp_inst = inst[31:16];
        else comp_inst = inst[15:0]; 
    end
    end
    always_comb begin  
    if (illegal) begin  
    case (comp_opcode)
       2'b00 : next_comp16 =1'b1;
       2'b01 : next_comp16=1'b1;
       2'b10 : next_comp16=1'b1;
       2'b11 : next_comp16 =1'b0; 
        default: next_comp16 =1'b0;
    endcase
    end
    else next_comp16= 1'b0;
    end
    always_comb begin  
        if (~next_comp16) compressed_inst_out = inst;
        else begin 
            case (comp_opcode)
            2'b00 : begin 
                    case (comp_func3)
                    3'b000 :  compressed_inst_out = inst_addi_14_sp;
                    3'b010 :  compressed_inst_out = inst_load;
                    3'b110 :  compressed_inst_out = inst_store;
                    default compressed_inst_out = 32'h0000_0013; 
                    endcase
                end 
            2'b01 : begin 
                    case(comp_func3)
                    3'b000 : begin 
                            if (comp_inst[11:7] == 5'b0) compressed_inst_out = 32'h0000_0013; 
                            else compressed_inst_out = inst_i_type;
                            end
                    3'b001 : compressed_inst_out = inst_jal;
                    3'b010 : compressed_inst_out = inst_LI;
                    3'b011 : begin  if (rd == 5'h02 & rd!=5'h00)  compressed_inst_out = inst_addi_16_sp;
                                    else compressed_inst_out = inst_LUI;
                            end
                    3'b100 : begin 
                            case (comp_inst[11:10])
                            2'b00 : compressed_inst_out = inst_sRLI;
                            2'b01 : compressed_inst_out = inst_sRAI;
                            2'b10 : compressed_inst_out = inst_ANDI;
                            2'b11 : begin 
                                    case (comp_inst[6:5])
                                    2'b00 : compressed_inst_out = inst_SUB;
                                    2'b01 : compressed_inst_out = inst_XOR;
                                    2'b10 : compressed_inst_out = inst_OR;
                                    2'b11 : compressed_inst_out = inst_AND;
                                    endcase
                                    end
                            default compressed_inst_out = 32'h0000_0013;
                            endcase
                            end
                    3'b101 : compressed_inst_out = inst_j;
                    3'b110 : compressed_inst_out = inst_branch_equal;
                    3'b111 : compressed_inst_out = inst_branch_not;
                    endcase
                    end
            2'b10 : begin 
                    case (comp_func3)
                    3'b000 : compressed_inst_out = inst_SLLI;
                    3'b010 : compressed_inst_out =inst_load_stack;
                    3'b100 :  begin
                        case(comp_inst[12])
                        1'b0 : begin 
                            if((rs2 == 5'h00) & (rs1!=5'h00)) compressed_inst_out = inst_jr;
                            else compressed_inst_out = inst_MV;
                                end
                        1'b1 : begin
                            if ((rs1==5'h00) & (rs2 == 5'h00)) compressed_inst_out =inst_E_Break;
                            else if ((rs1!=5'h00) & (rs2 == 5'h00))compressed_inst_out= inst_jalr;
                            else compressed_inst_out = inst_ADD;
                        end
                        endcase
                                end 
                    3'b110 : compressed_inst_out = inst_store_stack;
                    default compressed_inst_out = 32'h0000_0013;
                    endcase
                    end
            2'b11 : compressed_inst_out = inst;
            endcase
        end
    end
    always_comb begin   
        inst_load_stack = { {comp_load_i_type}, {5'h02} , {comp_func3} , {rs1}, {load_opcode}};      
        inst_store_stack = {{comp_imm_stack_store[11:5]} , {rs2}, {5'h02},{3'b010}, {comp_imm_stack_store[4:0]}, {store_opcode}};    
        inst_load = {{comp_imm_load_store}, {comp_rs1}, {comp_func3}, {comp_rd}, {load_opcode}};     
        inst_store = {{comp_imm_load_store[11:5]}, {comp_rs2},{comp_rs1}, {3'b010}, {comp_imm_load_store[4:0]}, {store_opcode}};     
        inst_jal = {  {{imm_jump[19]},{imm_jump[9:0]},{imm_jump[10]},{imm_jump[18:11]}} , {5'h01}, {Jal_opcode}};   
        inst_j = {  {{imm_jump[19]},{imm_jump[9:0]},{imm_jump[10]},{imm_jump[18:11]}} , {5'h00}, {Jal_opcode}};     
        inst_jr = {{12'h0} , {rs1} , {3'b0}, {5'h00}, {Jalr_opcode}};    
        inst_jalr= {{12'h0} , {rs1} , {3'b0}, {5'h01}, {Jalr_opcode}};   
        inst_branch_equal = {{{comp_imm_branch[11]} , {comp_imm_branch [9:4]}} ,{5'h00} ,  {comp_rs1} , {3'b000} , {{comp_imm_branch[3:0]},{comp_imm_branch[10]}} ,  {B_type_opcode}};   
        inst_branch_not = {{{comp_imm_branch[11]} , {comp_imm_branch [9:4]}} ,{5'h00} ,  {comp_rs1} , {3'b001} , {{comp_imm_branch[3:0]},{comp_imm_branch[10]}} ,  {B_type_opcode}};     
        inst_LI = {{imm_Li}, {5'h00} , {3'b0} , {rd} , {I_type_opcode}};                                 
        inst_LUI = { {imm_LUI} , {rd} , {LUI_opcode}};                                                   
        inst_i_type = { {comp_i_tpye} , {rs1} , {comp_func3} , {rs1} , {I_type_opcode}}  ;               
        inst_addi_16_sp = {{imm_LUI_addi_16_sp} , {5'h02} , {LUI_opcode}};                               
        inst_addi_14_sp = {{comp_addi_14_sp}, {5'h02} , {comp_func3} , {comp_rd} , {I_type_opcode}};     
        inst_SLLI = {{7'b0} , {imm_sLLI} ,{rs1} , {3'b001}, {rs1}, {I_type_opcode}};                     
        inst_sRLI = {{7'b0} , {imm_sLLI} ,{comp_rs1} , {3'b101}, {comp_rs1}, {I_type_opcode}};           
        inst_sRAI = {{7'b0100000} , {imm_sLLI} ,{comp_rs1} , {3'b101}, {comp_rs1}, {I_type_opcode}};     
        inst_ANDI = {{imm_ANDI} ,{comp_rs1}, {3'b111}, {comp_rs1}, {I_type_opcode}};                     
        inst_ADD = {{7'b0}, {rs2}, {rs1}, {3'b0} , {rs1} , {R_type_opcode} };                            
        inst_MV ={{7'b0}, {rs2}, {5'b0}, {3'b0} , {rs1} , {R_type_opcode} };                             
        inst_AND = {{7'b0}, {comp_rs2}, {comp_rs1}, {3'b111} , {comp_rs1} , {R_type_opcode} };            
        inst_OR = {{7'b0}, {comp_rs2}, {comp_rs1}, {3'b110} , {comp_rs1} , {R_type_opcode} };             
        inst_XOR = {{7'b0}, {comp_rs2}, {comp_rs1}, {3'b100} , {comp_rs1} , {R_type_opcode} };            
        inst_SUB = {{7'b0100000}, {comp_rs2}, {comp_rs1}, {3'b000} , {comp_rs1} , {R_type_opcode} };      
	    inst_E_Break ={{12'b000000000001},{5'b0},{3'b0},{5'b0},{7'b1110011}};
    end
endmodule
module c_extension_unit(
    input   logic           clk_i,
    input   logic           reset_i,
    input   logic   [31:0]  pc_i,
    input   logic   [31:0]  instr_i,
    input   logic           br_taken_i,
    output  logic   [31:0]  pc_realigned_o,
    output  logic           pc_half_o,
    output  logic           stall_o,
    output  logic   [31:0]  instr_o
);
    logic                   pc_misalign;
    logic           [31:0]  instruction;
c_misalign misalign (
    .clk                    (clk_i), 
    .reset                  (reset_i), 
    .sel_for_branch         (br_taken_i),
    .pc_in                  (pc_i), 
    .inst_in                (instr_i),
    .stall_pc               (stall_o),
    .pc_misaligned_o        (pc_misalign),
    .pc_out                 (pc_realigned_o), 
    .inst_out               (instruction)
);
c_decode decode (
    .inst                   (instruction),
    .pc                     (pc_i[1]),
    .pc_misaligned_i        (pc_misalign),  
    .next_comp16            (pc_half_o), 
    .compressed_inst_out    (instr_o)
);
endmodule
module c_misalign (
    input   logic           clk, 
    input   logic           reset, 
    input   logic           sel_for_branch,
    input   logic   [31:0]  pc_in, 
    input   logic   [31:0]  inst_in,
    output  logic           stall_pc,
    output  logic           pc_misaligned_o,
    output  logic   [31:0]  pc_out, 
    output  logic   [31:0]  inst_out
);
    logic [15:0] upper_16;
    logic is_missaligned;
    typedef enum logic[1:0] {s0 = 2'b00, s1= 2'b01, s2=2'b10} states;
    states current_state, next_state;
    always_comb begin  
        if((inst_in[17:16] == 2'b11) &  (inst_in[1:0] != 2'b11))begin
             is_missaligned =1'b1;
        end
        else is_missaligned =1'b0;
    end
    always_ff @( posedge clk ) begin  
        if (reset) upper_16 <=16'b0;
        else begin
        if (current_state != s0) upper_16 <=upper_16;
        else if (is_missaligned & (current_state == s0)) upper_16<= inst_in[31:16];
        end
    end
    always_ff @( posedge clk ) begin  
        if (reset) current_state<=s0;
        else current_state<=next_state;
    end
    always_comb begin   
        stall_pc = 1'b0;
        pc_out=pc_in;
        inst_out=inst_in;
        pc_misaligned_o =1'b0;
        case(current_state)
        s0 : begin  
                pc_out=pc_in;
                inst_out=inst_in;
                stall_pc=1'b0;
                pc_misaligned_o =1'b0;
                if (is_missaligned) next_state = s1;
                else begin 
                    next_state =s0;
                end
        end
        s1 : begin  
            pc_out = pc_in+32'd2;
            inst_out =32'h0000_0013;
            stall_pc =1'b1;
            pc_misaligned_o =1'b1;
            if (sel_for_branch) next_state = s0;   
            else  next_state =s2;            
        end
        s2 : begin   
            inst_out = {{inst_in[15:0]}, {upper_16}};
            pc_out = pc_in; 
            pc_misaligned_o =1'b1;
            stall_pc = 1'b0;
            next_state =s0;
        end
        default next_state =s0;
        endcase
    end
endmodule
==> summary.txt <==
run metrics: outcome=completed, Placed Cells incl. Taps=769, Top Ports=133, Worst-Skew Late Latency=250 ps, Ys Warns=2, fin cells=773, CTS resizes=0, ANT nets after route=0, Slew Limit Fails=0, 1st-iter DRT viols=838, CTS Buf Count=3, GPL Wtd Cong=1.13, Hold Path Class=flip-flop to flip-flop, IO buf count=130, Cells after Synth=576, Layout Skew=3.87 ps, fin crit share=85.5%, most numerous logic cell after layout=clkdlybuf4s50_1, CTS HTree Levels=1, diode count=0, crit-path max FO=20, chip width=87.1 um, most instantiated logic cells after routing=clkdlybuf4s50_1 (130), nand2_1 (93), a21oi_1 (62), wire length per cell=20.8 um, max-cap violations=0, Fin. Hold Viols=0, setup TNS=0 ps, row cnt=30, Final Critical Period=7950 ps, chip height=87.1 um, worst slew pin tran=899 ps, final hold slack=459 ps, CTS Buffer Depth=2, Core Region=6910 um2, vias per cell=6.79, share of layout cells above drive strength 1=4.87%, Slew HR=39.9%, Setup violations, final=0, CTS tree=yes, largest net degree at the start of global routing=74, root buffer cell=clkbuf_8, RSZ-0062 raised after global routing=no, Routed WL=16.1 mm, Critical Path End Type=primary output, Post-synth EDFFs=0, post-CTS setup buffer count=0, pre-CTS setup slack=1440 ps, count of tool warnings=29, fraction of registers with async set/reset=0%, Filler cells=514, Layout area overhead=37.9%, Leak=1.78 nW, first-pass GRT wire length=24.5 mm, ys flop type=dfxtp_1, ys cells=576, dpl hpwl=11.7 mm, Cell Area, Synth=3620 um2, YS chip area=3620 um2, critical path data required time=7440 ps, clk slew on worst S/H paths=60 ps, remaining global-route overflow=0, Vias=5249, pwr/cell area=86.2 nW/um2, fp_density=52.5%, critical path startpoint category=input port, vias in the first global route=4696, Max IR drop VDD=0.129 mV, GRT Util Overall=42.6%, Max Fclk=126 MHz, Worst Slack Setup Final=1350 ps, Syn Area/Cell=6.29 um2, initial antenna violation count=0, Post-synth seq share=9.94%, Seq cells post-synth=18, Final Util=72.4%, hold buffer count at cts=0, DR pass1 iterations=8, synth unique cells=61, Crit Path Category=input port to primary output, DRC violations left=0, chip area=7590 um2, Worst Path Arrival=6090 ps, number of clock sinks=18
==> power breakdown <==
part	internal [mW]	leakage, nW	total, mW	switching, mW
clock	0.0376	0.0288	0.0629	0.0253
combinational	0.133	1.61	0.285	0.152
sequential	0.0805	0.147	0.0828	0.00224
total	0.251	1.78	0.431	0.180
==> sequential cells by signal (all words and copies together), names as in the netlist <==
register	flops
misalign.upper_16	16
misalign.current_state	2
==> final timing paths <==
| check | startpoint | slack, ps | endpoint | depth (start not counted) |
|---|---|---|---|---|
| worst max-delay path | pc_i[1] | 1350 | instr_o[10] | 10 |
| worst min register to register | misalign.upper_16[9] | 460 | misalign.upper_16[9] | 2 |
| worst max register to register | misalign.current_state[0] | 7610 | misalign.upper_16[13] | 5 |
| worst min-delay path | misalign.upper_16[9] | 460 | misalign.upper_16[9] | 2 |
==> final cells by class <==
type | instances | area [um2] | area share (%)
multi-input cells | 500 | 3010 | 60.2
well taps | 96 | 120 | 2.40
flip-flops and latches | 18 | 360 | 7.21
inverters | 9 | 33.8 | 0.676
repair buffers | 146 | 1420 | 28.4
clock buffers | 4 | 55.1 | 1.10
==> worst max-delay path, stage by stage <==
cell and delay (ps):
clkdlybuf4s50_1 1060, mux2i_1 370, o21ai_2 180, nor4_2 410
nand3_1 220, o41a_1 680, buf_4 340, mux2_4 310
a221o_1 260, clkdlybuf4s50_1 400
==> through the flow <==
| stage | total power, mW | area [um2] |
|---|---|---|
| CTS | 0.420 | 5000 |
| finish | 0.431 | 5000 |
| global route | 0.454 | 5000 |
| floorplan | 0.218 | 3620 |
| global placement | 0.357 | 4940 |
| detailed placement | 0.357 | 4940 |
==> kinds of logic (layout without fill, tap and decap cells) <==
family	after synthesis	after routing	synth area share (%)
compound gates	212	212	37.9
xor+xnor	30	30	7.25
fa+ha+maj	4	4	1.38
buf+inv	58	159	7.18
flops	18	18	9.94
mux	18	18	5.56
simple gates	236	236	30.8
==> cells in the mapped netlist (12+ instances only) <==
master	count	area, um2
mux2i_1	13	130
o21ai_0	42	210
nand3_1	29	145
nand2_1	93	349
xnor2_1	22	193
dfxtp_1	18	360
clkbuf_1	37	139
and3_1	22	138
o221ai_1	13	114
a21oi_1	62	310
nand4_1	12	75.1
nor2_1	46	173
==> metal layers <==
metal	global-route usage, %	vias up	part of all wire (%)
li1	-	2351	-
met1	52.2	2303	35
met2	65.7	477	42
met3	14.3	118	15
met4	24.1	0	7.3
met5	0	-	0
Power is estimated from default activity; no workload was simulated.
